**design.v**
```verilog
module SegAdder(
	clk,
	rst_n,
	opt_add,
	opt_dec,
	sig_add,
	sig_dec,
	data_out
);
parameter DATA_FORMAT = 4'D10;
parameter ORG_VALUE   = 4'D0;
input       clk;
input       rst_n;
input       opt_add;
input       opt_dec;
output      sig_add;
output      sig_dec;
output[7:0] data_out;
reg       sig_add;
reg       sig_dec;
reg [3:0] cur_cal;
wire[1:0] opt_line;
SegDrv m_seg(
	.clk     (clk),
	.rst_n   (rst_n),
	.data_in (cur_cal),
	.data_out(data_out)
);
assign opt_line = {opt_add, opt_dec};
always@(posedge clk or negedge rst_n) begin
	if(!rst_n) begin
		cur_cal <= ORG_VALUE;
		sig_add <= 1'B0;
		sig_dec <= 1'B0;
	end else begin
		sig_add <= 1'B0;
		sig_dec <= 1'B0;
		casex(opt_line)
			2'B1x:
				if(cur_cal == (DATA_FORMAT - 1'B1)) begin
					cur_cal <= 1'B0;
					sig_add <= 1'B1;
				end else begin
					cur_cal <= cur_cal + 1'B1;
				end
			2'B01:
				if(cur_cal == 1'B0) begin
					cur_cal <= DATA_FORMAT - 1'B1;
					sig_dec <= 1'B1;
				end else begin
					cur_cal <= cur_cal - 1'B1;
				end
			default:;
		endcase
	end
end
endmodule
module SegDrv(
	clk,
	rst_n,
	data_in,
	data_out
);
localparam SEGN_0 = 8'H3f,
		   SEGN_1 = 8'H06,
		   SEGN_2 = 8'H5b,
		   SEGN_3 = 8'H4f,
		   SEGN_4 = 8'H66,
		   SEGN_5 = 8'H6d,
		   SEGN_6 = 8'H7d,
		   SEGN_7 = 8'H07,
		   SEGN_8 = 8'H7f,
		   SEGN_9 = 8'H6f,
		   SEGN_a = 8'H77,
		   SEGN_b = 8'H7c,
		   SEGN_c = 8'H39,
		   SEGN_d = 8'H5e,
		   SEGN_e = 8'H79,
		   SEGN_f = 8'H71;
input       clk;
input       rst_n;
input [3:0] data_in;
output[7:0] data_out;
reg[7:0] data_out;
always@(posedge clk or negedge rst_n) begin
	if(!rst_n) begin
		data_out <= 1'B0;
	end else begin
		case(data_in)
			4'H0: data_out <= SEGN_0;
			4'H1: data_out <= SEGN_1;
			4'H2: data_out <= SEGN_2;
			4'H3: data_out <= SEGN_3;
			4'H4: data_out <= SEGN_4;
			4'H5: data_out <= SEGN_5;
			4'H6: data_out <= SEGN_6;
			4'H7: data_out <= SEGN_7;
			4'H8: data_out <= SEGN_8;
			4'H9: data_out <= SEGN_9;
			4'Ha: data_out <= SEGN_a;
			4'Hb: data_out <= SEGN_b;
			4'Hc: data_out <= SEGN_c;
			4'Hd: data_out <= SEGN_d;
			4'He: data_out <= SEGN_e;
			4'Hf: data_out <= SEGN_f;
		endcase
	end
end
endmodule
```
**run.sh**
```bash
#!/bin/bash
# OpenROAD 26Q1-2900-gdf79404cd8, Yosys 0.63+post, stock flow scripts
make -C /OpenROAD-flow-scripts/flow DESIGN_CONFIG=/design/flow/config.mk WORK_HOME=/design/flow/orfs finish
```
**config.mk**
```make
export PLATFORM = sky130hd
export DESIGN_NAME = SegAdder
export DESIGN_NICKNAME = SegAdder
export VERILOG_FILES = /design/flow/design.v
export SDC_FILE = /design/flow/constraint.sdc
export NUM_CORES = 4
export LEC_CHECK = 1
export CORE_AREA = 10 10 89 89
export DIE_AREA = 0 0 99 99
```
**constraint.sdc**
```tcl
current_design SegAdder

set clk_period 2.1
set clk_io_pct 0.2

create_clock -name clk0 -period $clk_period [get_ports {clk}]

set non_clock_inputs [all_inputs -no_clocks]
set_input_delay [expr $clk_period * $clk_io_pct] -clock clk0 $non_clock_inputs
set_output_delay [expr $clk_period * $clk_io_pct] -clock clk0 [all_outputs]
```
==> impl_metrics.yaml <==
# physical design summary
status:
  status: "finished clean"
worst_setup_path:
  worst_ep_arrival_time_ns: 1.96
  critical_path.max_fanout: 10
  worst-setup-path-type: "reg2reg"
  critical_path.reg2reg.startpoint: "cur_cal[1]"
  required_ns: 2.25
  critical_path.max_stage_delay_ns: 0.47
  reg2regPathDepth: 5
  regToRegSetupSlack_ns: 0.29
  worst_setup_path_end_kind: "flip-flop"
  critical_path.slowest_cell: "sky130_fd_sc_hd__dfrtp_1"
  critical_path.startpoint_type: "flip-flop"
  r2r-end: "cur_cal[0]"
  path_cells: "inv_1 -> ha_1 -> or3b_1 -> a21o_1 -> a221oi_2"
pwr:
  vdd_drop_max_mv: 0.331
  leakage_nw: 0.446
  sequentialPowerShare_pct: 29.8
  power_mw: 1.50
  part_of_the_total_power_dissipated_in_the_clock_network_pct: 14.6
  p_int_mw: 0.934
  comb_power_share_pct: 55.6
  power_per_cell_area_mw_per_mm2: 1390
  netSwitchingPower_mw: 0.568
  power_switching_share_pct: 37.8
place:
  count_of_input_and_output_buffers: 12
  dp.final_hpwl_um: 1320
  gpl.final_weighted_congestion: 0.812
sta:
  finClkSkew_ns: 0.00187
  report.final.slew_viol_count: 0
  period_used_pct: 86.1
  finalCriticalPeriod_ns: 1.81
  max_freq_mhz: 553
  slew-limit-headroom_pct: 58.9
  worst_slew_pin_tran_ns: 0.615
  setup_viol_count_final: 0
  setup-tns-final_ns: 0
  hold_viol: 0
  grt_setup_unrepaired: "false"
clock_network:
  postCtsSetupRepairBufs: 0
  ctsLongestPathBuffers: 2
  cts_inserted_buffers: 3
  clock-sinks: 13
  htreeDepth: 1
  post_cts_resized: 0
  cts_tree: "built"
  hold_buffer_count_at_cts: 0
  clk_latency_ns: 0.24
  clk_pin_slew_worst_paths_ns: 0.05
  cts_root_buffer: "sky130_fd_sc_hd__clkbuf_8"
synth:
  synth_top_flop_cell: "sky130_fd_sc_hd__dfrtp_1"
  yosys.area.top_type_share_pct: 39.4
  yosys.stat.chipArea_um2: 826
  post_synth_num_cell_types: 35
  warning_count_from_the_yosys_run: 2
  avgSynthCellArea_um2: 9.72
  synth_stat.cells: 85
  edf_count: 0
  yosys.stat.seqShare_pct: 39.4
  ys_top_cells_by_area: "sky130_fd_sc_hd__dfrtp_1 (39%), sky130_fd_sc_hd__ha_1 (14%), sky130_fd_sc_hd__inv_1 (3.2%)"
  synth_area_um2: 826
  top_area_cell: "sky130_fd_sc_hd__dfrtp_1"
  postSynth.asyncResetShare_pct: 100
  ys_seq_elements: 13
  post_synth_inst_count: 85
route:
  insertedDiodeCount: 0
  via_count: 643
  drtIter0Drc: 49
  drtPass1Iterations: 4
  avgViaCountPerCell: 3.72
  route.detailed.drc: 0
  routed_wirelength_um: 1760
  drtAntennaViolNets: 0
  wire_per_inst_um: 10.2
grt:
  grt_first_pass_wirelength_um: 3080
  grt_pass1_vias: 637
  globalRoute.totalOverflow: 0
  grt_max_degree: 17
  grtUsageTotal_pct: 3.61
  grt_antenna_before_repair: 0
floorplanning:
  core_area_mm2: 0.00599
  core.rowCount: 28
  die_h_um: 99
  num_io_pins: 14
  floorplan.die.width_um: 99
  initial_core_util_pct: 13.8
  chip_area_mm2: 0.00980
finish:
  layout-drive-gt1-share_pct: 9.18
  syn_to_final_growth_pct: 30.5
run:
  log.warning_count: 32
  count_of_max_cap_constraint_violations: 0
min_path:
  hp-class: "in2async"
==> worst max-delay path by stage <==
stage	endpoint	start
after global routing	cur_cal[0]	cur_cal[1]
after CTS	cur_cal[0]	cur_cal[1]
final	cur_cal[0]	cur_cal[1]
==> cell usage after synthesis, types with 2 or more instances <==
library cell / number
sky130_fd_sc_hd__dfrtp_1: 13
sky130_fd_sc_hd__ha_1: 9
sky130_fd_sc_hd__inv_1: 7
sky130_fd_sc_hd__o21ai_1: 5
sky130_fd_sc_hd__a21oi_1: 4
sky130_fd_sc_hd__nand2_1: 4
sky130_fd_sc_hd__nor2b_1: 4
sky130_fd_sc_hd__buf_2: 3
sky130_fd_sc_hd__nor2_1: 3
sky130_fd_sc_hd__nor3_1: 3
sky130_fd_sc_hd__a22oi_1: 2
sky130_fd_sc_hd__clkbuf_1: 2
sky130_fd_sc_hd__nand3_1: 2
sky130_fd_sc_hd__nand3b_1: 2
sky130_fd_sc_hd__o21ai_0: 2
==> final cells by class <==
| cell class | count | area [µm²] |
|---|---|---|
| flip-flops and latches | 13 | 325 |
| well taps | 75 | 93.8 |
| clock buffers | 4 | 45.0 |
| repair buffers | 15 | 143 |
| multi-input cells | 59 | 444 |
| fillers | 641 | 4910 |
| inverters | 7 | 26.3 |
==> state kept, by name, indices dropped and copies added, names as in the netlist <==
signal          flops
m_seg.data_out      7
sig_add             1
cur_cal             4
sig_dec             1
==> cells in the final DEF, fill, tap and decap left out, types with 2 or more instances in the layout <==
cell,Yosys,routed
sky130_fd_sc_hd__clkbuf_8,0,3
sky130_fd_sc_hd__buf_4,1,3
sky130_fd_sc_hd__nand3b_1,2,2
sky130_fd_sc_hd__ha_1,9,9
sky130_fd_sc_hd__nor2b_1,4,4
sky130_fd_sc_hd__nor3_1,3,3
sky130_fd_sc_hd__a22oi_1,2,2
sky130_fd_sc_hd__nor2_1,3,3
sky130_fd_sc_hd__a21oi_1,4,4
sky130_fd_sc_hd__dfrtp_1,13,13
sky130_fd_sc_hd__nand3_1,2,2
sky130_fd_sc_hd__clkdlybuf4s50_1,0,12
sky130_fd_sc_hd__nand2_1,4,4
sky130_fd_sc_hd__o21ai_0,2,2
sky130_fd_sc_hd__inv_1,7,7
sky130_fd_sc_hd__o21ai_1,5,5
==> worst max-delay path: cells and delay by family (launching register included) <==
| family | cells | cell delay, ns |
|---|---|---|
| flops | 1 | 0.47 |
| compound gates | 2 | 0.40 |
| buf+inv | 1 | 0.17 |
| simple gates | 1 | 0.41 |
| fa+ha+maj | 1 | 0.26 |
==> cells by family after synthesis <==
kind of cell,Yosys count,share of synthesized area (%)
AOI/OAI and AO/OA,22,18.3
xor gates and xnor gates,1,1.06
adders and majority gates,9,13.6
buffers and inverters,13,6.82
DFF,13,39.4
muxes,2,3.94
other,1,0.454
and+or+nand+nor,24,16.4
==> power by group through the flow <==
stage     sequential, mW  combinational (mW)  clock [mW]
4_1_cts            0.449               0.844       0.229
5_1_grt            0.470               0.947       0.240
6_report           0.448               0.834       0.220
==> metrics by stage <==
step	instances	worst slack [ns]	util, %	instance area, µm²	hold slack, ns
6_report	173	0.292	18.0	1080	0.564
5_1_grt	173	0.194	18.0	1080	0.624
4_1_cts	173	0.296	18.0	1080	0.594
3_5_place_dp	169	0.328	17.2	1030	0.615
3_3_place_gp	169	0.353	17.2	1030	0.603
2_1_floorplan	85	0.418	-	826	0.124
==> layer usage <==
layer  global-route usage, %  vias to the layer above  routed length (µm)
li1                        -                      320                   -
met1                    4.76                      304                 808
met2                    5.66                       17                 816
met3                   0.987                        2                  93
met4                   0.992                        0                  41
met5                       0                        -                   0
Power and IR drop assume default switching activity.
