File: /design/flow/config.mk
export PLATFORM = sky130hd
export DESIGN_NAME = TipKey
export DESIGN_NICKNAME = TipKey
export VERILOG_FILES = /design/flow/design.v
export SDC_FILE = /design/flow/constraint.sdc
export NUM_CORES = 4
export LEC_CHECK = 1
export CORE_AREA = 10 10 112 112
export DIE_AREA = 0 0 122 122
File: /design/flow/constraint.sdc
current_design TipKey

set clk_period 3.2
set clk_io_pct 0.2

create_clock -name clk0 -period $clk_period [get_ports {clk}]

set non_clock_inputs [all_inputs -no_clocks]
set_input_delay [expr $clk_period * $clk_io_pct] -clock clk0 $non_clock_inputs
set_output_delay [expr $clk_period * $clk_io_pct] -clock clk0 [all_outputs]
File: /design/flow/design.v
module TipKey(
	clk,
	rst_n,
	key,
	sig
);
parameter KEY_DOWN_VAL  = 1'B0;
parameter KEY_CNT_WIDTH = 24;
parameter SHAKE_FILTER  = 24'D1000000;  
parameter SER_SPEED     = 5'D15;
localparam SER_MUL     = SER_SPEED + 1'B1;
localparam SER_CNT_MAX = SHAKE_FILTER * SER_MUL - 1'B1;
localparam KEY_CNT_MAX = SHAKE_FILTER - 1'B1;
localparam STA_0    = 2'D0;
localparam STA_DOWN = 2'D1;
localparam STA_SER  = 2'D2;
input  clk;
input  rst_n;
input  key;
output sig;
reg                    sig;
reg[1:0]               key_sta;
reg[KEY_CNT_WIDTH-1:0] key_cnt;
always@(posedge clk or negedge rst_n) begin
	if(!rst_n) begin
		key_sta <= STA_0;
		key_cnt <= 1'B0;
		sig     <= 1'B0;
	end else begin
		sig <= 1'B0;
		case (key_sta)
			STA_0: begin
				if(key == KEY_DOWN_VAL) begin
					key_sta <= STA_DOWN;
					key_cnt <= 1'B0;
				end
			end
			STA_DOWN: begin
				if(key == KEY_DOWN_VAL) begin
					if(key_cnt > KEY_CNT_MAX) begin
						key_sta <= STA_SER;
						key_cnt <= 1'B0;
						sig     <= 1'B1;
					end else begin
						key_cnt <= key_cnt + 1'B1;
					end
				end else begin
					key_sta <= STA_0;
				end
			end
			STA_SER: begin
				if(key == KEY_DOWN_VAL) begin
					if(key_cnt > SER_CNT_MAX) begin
						key_cnt <= 1'B0;
						sig     <= 1'B1;
					end else begin
						key_cnt <= key_cnt + 1'B1;
					end
				end else begin
					if(key_cnt < SHAKE_FILTER) begin
						key_sta <= STA_0;
					end else begin
						key_cnt <= key_cnt - SHAKE_FILTER;
					end
				end
			end
			default: key_sta <= STA_0;
		endcase
	end
end
endmodule
File: /design/flow/run.sh
#!/bin/bash
# OpenROAD 26Q1-2900-gdf79404cd8, Yosys 0.63+post, stock flow scripts
make -C /OpenROAD-flow-scripts/flow DESIGN_CONFIG=/design/flow/config.mk WORK_HOME=/design/flow/orfs finish
==> results.txt <==
run metrics: total track usage=8.79%, Starting Density=22.2%, worst clock skew=0.0103 ns, cells after synthesis=295, I/O Pins=4, final count of hold timing violations=0, Syn. warnings=1, Clk network pwr share=13.1%, first-pass GRT wire length=11.0 mm, critical path arrival=3.06 ns, share of layout cells above drive strength 1=8.71%, maximum vdd drop=0.460 mV, Seq pwr share=35.8%, Registers, synthesis=28, chip area=14,900 µm², final worst path period need=2.88 ns, htree depth=1, Pins Over Slew Limit=0, width of the die=122 µm, Sw Pwr=1.06 mW, Clk Latency, worst-skew pair=0.28 ns, slowest cell delay on critical path=0.52 ns, filler instances=1,094, HPWL after DPL=4.46 mm, grt ovf=0, CP Data Required Time=3.38 ns, Synth area leaders=dfrtp_1 (30%), nand2_1 (5.5%), a21oi_1 (5.3%), o21ai_0 (5.3%), nor2_1 (3.8%), Ant. Diodes=0, DR WL/cell=14.7 µm, cells on worst reg2reg path=9, worst-path fanout max=10, post-synthesis area per instance=7.69 µm², unrepaired setup endpoints after global routing=false, Power Internal=1.13 mW, Num CTS Buffers=3, # setup viols final=0, Syn-to-layout area delta=9.55%, CP startpoint kind=register, drt via density=5.37, cts hold-fix bufs=0, max-capacitance violation count=0, tool warnings=27, vias in the first global route=2,201, Logic cell area=1410 µm², worst hold margin=0.503 ns, leak pwr=0.931 nW, ys cells=295, Yosys cell types=56, leading area contributor after synthesis=dfrtp_1, yosys stat chip area=2270 µm², status=finished clean, RD Place Congestion=0.934, PwrDens=884 nW/µm², DRT Pass-1 Iters=5, remaining antenna violation count=0, Clock Path Buffers=2, Synth Flop Type=dfrtp_1, Core Rows=37, CTS tree=yes, Register Area=702 µm², clk sinks=28, WS Path Type=reg2reg, Critical Path End Type=register, clk root buf=clkbuf_8, Post-route DRC=0, relative max-transition margin=55.9%, sequential share of the synthesized area=31.0%, IO buf count=3, number of enable flip-flop cells=0, Setup Slack @ Placement=0.382 ns, Mapped Area=2270 µm², critical path cell sequence=inv_1, ha_1, inv_1, o21ai_0, o21bai_1, a21o_1, nand2_1, nand2_1, o41ai_1, Clk pin slew, worst setup/hold paths=0.11 ns, power share of the combinational group=51.1%, Top cell area share=29.8%, die height=122 µm, via count=2,273, Post-Route WL=6.24 mm, Setup Buffers After CTS=0, largest net degree at the start of global routing=29, asr flop ratio synth=100%, initial antenna violation count=0, Hold Crit Depth=2, number of DRC markers in iteration 0=239, achievable frequency=347 MHz, Setup WS post-layout=0.318 ns, Hold WC Path Type=reg2reg, worst slew pin tran=0.655 ns, Gates resized, CTS repair=0, CORE AREA=10,200 µm², fin crit share=90.0%, Setup Total Neg Slack=0 ns, sw frac=48.4%, slowest CP cell=o21ai_0
## Yosys cell counts, drive strengths merged (3+ instances only)
library cell and number:
nand2 33, o21ai 30, dfrtp 27, a21oi 24, nor2 24, buf 16
inv 14, nand3 13, o22ai 9, a22o 8, nor4 8, nand4 7
nor3 7, clkbuf 6, or3 6, and3 5, and2 4, ha 4
nor2b 4, a31oi 3, o221ai 3, o311ai 3, o32a 3
## final cells by class
| type | instances | share of cell area [%] |
|---|---|---|
| Tap cell | 136 | 6.85 |
| Clock inverter | 1 | 1.21 |
| Multi-Input combinational cell | 231 | 56.6 |
| Inverter | 14 | 2.12 |
| Sequential cell | 28 | 28.3 |
| Clock buffer | 3 | 1.66 |
| Timing Repair Buffer | 10 | 3.32 |
## kinds of logic (layout without fill, tap and decap cells)
| group | count (synthesis) | in the layout | share of synthesized area, % |
|---|---|---|---|
| AOI/OAI and AO/OA | 108 | 108 | 31.9 |
| DFF | 28 | 28 | 31.0 |
| muxes | 2 | 2 | 0.883 |
| and+or+nand+nor | 115 | 115 | 25.9 |
| buffers and inverters | 36 | 28 | 7.40 |
| adders and majority gates | 4 | 4 | 2.21 |
| xor gates and xnor gates | 2 | 2 | 0.773 |
## worst max-delay path, delay by kind of cell (launching register included)
kind / cells / cell delay, ns
buffers and inverters: 2 / 0.22
AOI/OAI and AO/OA: 4 / 1.44
and+or+nand+nor: 2 / 0.49
DFF: 1 / 0.41
adders and majority gates: 1 / 0.21
## cell usage in the layout (no fill, tap or decap), types with 3 or more instances in the layout
master	n
and3_1	5
nor4_2	3
nor3_1	6
dfrtp_1	27
buf_4	7
o21ai_1	6
nand3_1	13
nor4_1	5
o22ai_1	8
nor2b_1	4
a22o_1	8
ha_1	4
clkbuf_8	3
and2_1	3
a21oi_1	24
inv_1	14
a31oi_1	3
o32a_1	3
o311ai_0	3
o21ai_0	24
nand4_1	7
nand2_1	33
clkdlybuf4s50_1	3
nor2_1	23
o221ai_1	3
or3_1	5
## metal layers
| metal | share of wire [%] | vias up | track usage (%) |
|---|---|---|---|
| met5 | 0 | - | 0 |
| met4 | 1.7 | 0 | 1.42 |
| met3 | 5.4 | 15 | 0.563 |
| met2 | 45 | 85 | 13.6 |
| met1 | 48 | 1080 | 13.4 |
| li1 | - | 1093 | - |
## power by group through the flow
stage,logic (mW),clock network (mW),registers [mW]
final,1.12,0.288,0.786
after global routing,1.27,0.312,0.824
after CTS,1.11,0.296,0.777
## metrics by stage
stage,instance area (µm²),utilization [%],total power [mW],std cells
2_1_floorplan,2270,-,1.64,295
6_report,2480,24.3,2.19,423
3_5_place_dp,2410,23.6,1.89,419
4_1_cts,2480,24.3,2.19,423
5_1_grt,2480,24.3,2.41,423
3_3_place_gp,2410,23.6,1.89,419
## state kept, by name (all words and copies together), names as in the netlist
register / flops
sig: 1
key_sta: 3
key_cnt: 24
## final timing paths
kind	from	to	slack, ns
worst max-delay path	key_cnt[6]	key_cnt[19]	0.32
worst min-delay path	key_sta[0]	key_sta[2]	0.50
worst max register to register	key_cnt[6]	key_cnt[19]	0.32
worst min register to register	key_sta[0]	key_sta[2]	0.50
max in group asynchronous	rst_n	key_sta[0]	2.14
min in group asynchronous	rst_n	key_cnt[12]	0.74
Power and IR drop assume default switching activity.
