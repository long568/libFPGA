**/design/flow/design.v**
```verilog
module Filter_FallingEdge (
	clk,
	rst_n,
	sig_i,
	sig_o
);
input  clk;
input  rst_n;
input  sig_i;
output sig_o;
reg[3:0] sig_r;
assign sig_o = sig_r[3] & sig_r[2] & (~sig_r[1]) & (~sig_r[0]);
always @(posedge clk or negedge rst_n) begin
	if(!rst_n) begin
		sig_r <= 4'H0;
	end else begin
		sig_r <= {sig_r[2:0], sig_i};
	end
end
endmodule
module UsartRx(
	clk,
	rst_n,
	bps_sig,
	data,
	ts_ing,
	ts_rdy,
	rx_bit
);
input       clk;
input       rst_n;
input       bps_sig;
output[7:0] data;
output      ts_ing;
output      ts_rdy;
input       rx_bit;
reg[7:0] data;
reg      ts_ing;
reg      ts_rdy;
reg[3:0] cnt;
wire     start;
Filter_FallingEdge filter_rx_start(
	.clk(clk),
	.rst_n(rst_n),
	.sig_i(rx_bit),
	.sig_o(start)
);
always @(posedge clk or negedge rst_n) begin
	if(!rst_n) begin
		ts_ing <= 1'B0;
		ts_rdy <= 1'B0;
		data   <= 8'H00;
		cnt    <= 4'D0;
	end else begin
		if(ts_ing) begin
			if(bps_sig) begin
				case(cnt)
					4'D0: if(rx_bit) ts_ing <= 1'B0;
					4'D1: data[0] <= rx_bit;
					4'D2: data[1] <= rx_bit;
					4'D3: data[2] <= rx_bit;
					4'D4: data[3] <= rx_bit;
					4'D5: data[4] <= rx_bit;
					4'D6: data[5] <= rx_bit;
					4'D7: data[6] <= rx_bit;
					4'D8: data[7] <= rx_bit;
					4'D9: begin
						if(rx_bit == 1'B1) ts_rdy <= 1'B1;
						ts_ing <= 1'B0;
					end
					default: ts_ing <= 1'B0;
				endcase
				cnt <= cnt + 1'B1;
			end
		end else if(start) begin
			ts_ing <= 1'B1;
			ts_rdy <= 1'B0;
			cnt    <= 4'D0;
		end else begin
			ts_rdy <= 1'B0;
		end
	end
end
endmodule
```
**/design/flow/run.sh**
```bash
#!/bin/bash
# OpenROAD 26Q1-2900-gdf79404cd8, Yosys 0.63+post, stock flow scripts
make -C /OpenROAD-flow-scripts/flow DESIGN_CONFIG=/design/flow/config.mk WORK_HOME=/design/flow/orfs finish
```
**/design/flow/config.mk**
```make
export PLATFORM = sky130hd
export DESIGN_NAME = UsartRx
export DESIGN_NICKNAME = UsartRx
export VERILOG_FILES = /design/flow/design.v
export SDC_FILE = /design/flow/constraint.sdc
export NUM_CORES = 4
export LEC_CHECK = 1
export CORE_AREA = 10 10 77 77
export DIE_AREA = 0 0 87 87
```
**/design/flow/constraint.sdc**
```tcl
current_design UsartRx

set clk_period 2.3
set clk_io_pct 0.2

create_clock -name clk0 -period $clk_period [get_ports {clk}]

set non_clock_inputs [all_inputs -no_clocks]
set_input_delay [expr $clk_period * $clk_io_pct] -clock clk0 $non_clock_inputs
set_output_delay [expr $clk_period * $clk_io_pct] -clock clk0 [all_outputs]
```
==> qor.txt <==
DRT Pass-1 Iters -> 4
Clock Skews -> 0.0005942 ns
main flop type -> dfrtp_1
dpl ws -> 0.3430 ns
Final Max Slew Viols -> 0
Core Area -> 4354 sq um
post-synthesis mux area share -> 12.23%
CP peak stage delay -> 0.54 ns
biggest area cells -> dfrtp_1 52%, mux2_4 7.0%, ha_1 5.8%
average size of a mapped cell -> 11.94 sq um
WL/cell -> 11.78 um
vias in the first global route -> 648
Layout area overhead -> 29.26%
critical path launch point -> ts_ing
Setup crit end kind -> output port
total CTS buffers -> 3
die area -> 7569 sq um
Post-synth EDFFs -> 0
CTS-repair resized insts -> 0
reg-to-reg setup timing slack -> 0.66 ns
Reg clk slew, reported paths -> 0.07 ns
CP bufs+invs -> 1
IO Port Bufs -> 13
Via Count -> 581
Worst path depth -> 1
Hold Crit Class -> reg -> reg
synth cell count leaders -> 18 x dfrtp_1, 10 x nand2_1, 4 x ha_1, 4 x mux2_2, 4 x mux2_4
arrival time worst endpoint -> 1.31 ns
Vias/cell -> 4.150
clock tree buffer depth -> 2
Min Clock Period, post-route -> 1.766 ns
Final HPWL DP -> 1248 um
initial antenna violation count -> 0
sequential share of power -> 44.7%
Fin. Hold Viols -> 0
Antenna Nets Post-Route -> 0
CP Max Fanout -> 8
Psw -> 0.3212 mW
Pwr per Cell Area -> 953.8 nW/um^2
most frequent cell after synthesis -> dfrtp_1
Adder-Cell Fraction of Synth Area -> 5.822%
xor+xnor area frac -> 1.019%
Gate power share -> 31.5%
CTS root buf -> clkbuf_8
CP Class -> reg -> out
Synth Warn # -> 2
global route total overflow -> 0
LEAKAGE -> 0.4855 nW
Worst path slowest cell -> clkdlybuf4s50_1
Min Hold Slack -> 0.3756 ns
first-pass GRT wire length -> 2994 um
layout cells sized above 1 -> 19.32%
critical path cell sequence -> clkdlybuf4s50_1
Post-Syn Area -> 859.6 sq um
Synth Seq Share -> 52.40%
r2r endpoint -> cnt[0]
Detailed Route WL -> 1649 um
Worst-Skew Late Latency -> 0.25 ns
DRT iter0 DRCs -> 23
cycle use final -> 76.78%
crit-path leading delay family -> buffers and inverters
Final Wtd Congestion -> 0.8619
slew margin rel. -> 45.71%
Reg2Reg Depth -> 3
Yosys top cell by area -> dfrtp_1
Syn Inst Count -> 72
Die Y -> 87 um
Clock Power Share -> 23.8%
Init Core Util -> 19.74%
GRT Util Overall -> 4.680%
Top logic family -> simple AND/OR/NAND/NOR gates
setup repair after global routing missed its margin -> no
Chip Area, Yosys -> 859.6 sq um
worst slew pin tran -> 0.8070 ns
clock sink total -> 18
CTS tree -> built
# Post-CTS Setup Buffers -> 0
fmax -> 566.3 MHz
synth unique cells -> 29
WP data required -> 1.84 ns
post-layout worst setup margin -> 0.5342 ns
Die X -> 87 um
status -> finished, final reports clean
end point of the critical path -> ts_ing
Sw Share -> 30.31%
MaxCap Viol Count -> 0
Hold Buf Count CTS -> 0
H-tree depth -> 1
Log Warnings -> 28
sum of negative setup slack -> 0 ns
drc violations -> 0
num rows -> 24
P_int -> 0.7385 mW
Final setup viols -> 0
ys flops -> 18
Simple Share, Synth -> 17.18%
antenna cells -> 0
Startpoint Class -> register
Top-area cell share -> 52.40%
maximum VDD drop -> 0.0003268 V
asr flop ratio synth -> 100.0%
io pins -> 14
AO/OA Area Share -> 8.879%
cell count listed in synth_stat.txt -> 72
largest net degree at the start of global routing -> 19
Reg2Reg Launch Point -> ts_ing
stage by stage:
step	total power, mW	utilization (%)	instances	cell area (sq um)
detailed placement	0.8131	24.25	136	1056
global placement	0.8065	24.25	136	1056
floorplan	0.6581	-	72	859.6
finish	1.060	25.52	140	1111
global route	1.142	25.52	140	1111
CTS	1.071	25.52	140	1111
final cells by class:
type,count,area [sq um]
Sequential cell,18,450.4
Fill cell,447,3243
Tap cell,52,65.06
Inverter,2,7.507
Clock buffer,4,55.05
Timing Repair Buffer,15,145.1
Multi-Input combinational cell,49,387.9
power by group through the flow:
| stage | combinational [mW] | clock [mW] | sequential (mW) |
|---|---|---|---|
| CTS | 0.339 | 0.261 | 0.472 |
| global route | 0.376 | 0.279 | 0.486 |
| finish | 0.333 | 0.252 | 0.474 |
placed cells by master (no fill, tap or decap):
master	n
a211oi_1	1
a21o_1	1
a21oi_1	1
a32o_1	1
a41oi_1	1
buf_4	2
clkbuf_8	4
clkdlybuf4s50_1	13
dfrtp_1	18
ha_1	4
inv_1	2
mux2_2	4
mux2_4	4
nand2_1	10
nand2_4	1
nand2b_1	1
nand3_1	3
nand3b_1	1
nand4_1	1
nor2_1	1
nor2b_1	3
nor3_2	1
nor3b_4	1
nor4_1	1
o211ai_1	1
o21ai_0	3
o21bai_1	2
or3_1	1
xor2_1	1
sequential cells by signal, indices dropped and copies added (netlist names):
register / flops
cnt: 4
data: 8
filter_rx_start.sig_r: 4
ts_ing: 1
ts_rdy: 1
worst min-delay path by stage:
stage | to | cells after the start | from
6_report | filter_rx_start.sig_r[2] | 0 | filter_rx_start.sig_r[1]
4_1_cts | filter_rx_start.sig_r[2] | 0 | filter_rx_start.sig_r[1]
5_1_grt | filter_rx_start.sig_r[2] | 0 | filter_rx_start.sig_r[1]
cells by family (layout without fill, tap and decap cells):
family	after synthesis	in the layout
AOI/OAI and AO/OA	11	11
xor gates and xnor gates	1	1
adders and majority gates	4	4
buffers and inverters	5	21
DFF	18	18
muxes	8	8
and+or+nand+nor	25	25
metal layers:
metal  part of all wire, %  GRT usage (%)  vias up
met4                     0         0.5891        0
met5                     0              0        -
met3                   5.3         0.9434        0
li1                      -              -      283
met1                    46          6.224      282
met2                    49          7.861       16
Power figures rest on the tool's default switching activity, not on a simulated workload.
